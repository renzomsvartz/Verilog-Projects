--- design/flow/design.v ---
module Exercise6_39 (input [6:0]data, input Load, input Clock, output reg serialOutput, output reg [7:0]shiftregister, output reg [2:0]Counter, output reg Y);
	integer i;
	always@(posedge Clock)
	begin
		if (Load)
		begin
			shiftregister = {1'b0,data};
			Counter = 3'b000;
			Y = 0;
			i = 0;
		end
		else
		begin
			Y <= (Y ^ shiftregister[0]);  
			Counter <= Counter + 1;  
			serialOutput <= (Counter == 3'b111) ? Y : shiftregister[0];
			for (i = 0; i < 7; i = i + 1)
			begin
					shiftregister[i] <= shiftregister[i+1];  
			end
			shiftregister[7] = 0;
		end
	end
endmodule
--- design/flow/run.sh ---
#!/bin/bash
# OpenROAD 26Q1-2900-gdf79404cd8, Yosys 0.63+post, stock flow scripts
make -C /OpenROAD-flow-scripts/flow DESIGN_CONFIG=/design/flow/config.mk WORK_HOME=/design/flow/orfs finish
--- design/flow/config.mk ---
export PLATFORM = sky130hd
export DESIGN_NAME = Exercise6_39
export DESIGN_NICKNAME = Exercise6_39
export VERILOG_FILES = /design/flow/design.v
export SDC_FILE = /design/flow/constraint.sdc
export NUM_CORES = 4
export LEC_CHECK = 1
export CORE_AREA = 10 10 73 73
export DIE_AREA = 0 0 83 83
--- design/flow/constraint.sdc ---
current_design Exercise6_39

set clk_period 1.6
set clk_io_pct 0.2

create_clock -name clk0 -period $clk_period [get_ports {Clock}]

set non_clock_inputs [all_inputs -no_clocks]
set_input_delay [expr $clk_period * $clk_io_pct] -clock clk0 $non_clock_inputs
set_output_delay [expr $clk_period * $clk_io_pct] -clock clk0 [all_outputs]
==> metrics.cfg <==
[hold_path]
hold_depth=1
hold_class=register to register

[routing]
diodes=0
drt_wl_total_um=1070
dr_wl_met2_um=477
wirelength_met1_um=419
routedWlPerCell_um=10.4
drtIter0Drc=7
viasPerCell=2.83
ant_nets=0
num_vias=292
first_pass_iters=2
wl_met3_um=175
drcViolationCount=0
highest_layer=met3

[worst_setup_path]
crit_type=register to output pin
reg2regPathDepth=3
crit_path_cell_trace=clkdlybuf4s50_1
path_buffers=1
cp_top_family=buffers and inverters
critical_path_arrival_ns=1.08
cpPeakStageDelay_ns=0.48
required_ns=1.28
slowest_stage=clkdlybuf4s50_1
path_depth=1
worst-path-max-fanout=3
startpoint_type=register
endpoint_kind=output pin

[floorplan]
die_w_um=83
ios=22
die_area_sq_um=6890
fp-row-count=22
die.size.y_um=83
fp.coreArea_sq_um=3740
fp-utilization_pct=11.7

[pwr]
comb_power_share_pct=15.8
vdd_drop_max_mv=0.298
p_int_mw=0.602
p_per_area_nw_per_um2=1010
switching_share_pct=19.0
switching_power_mw=0.141
clockPowerShare_pct=37.3
pwr-share-seq_pct=46.9
p_leak_nw=0.304

[global_routing]
grt_usage_pct=3.28
antenna_found_initial=0
grt_pass1_vias=326
grt_max_degree=9
grt_pass1_wl_um=1790
grt_remaining_overflow=0

[clock_network]
cts_inserted_buffers=3
post_cts_resized=0
clk_latency_ns=0.23
cts.path.max_buffers=2
htree_levels=1
clk_pin_slew_worst_paths_ns=0.05
cts.sinks=12
clk_root_buffer_cell=clkbuf_8
cts_hold_buf=0
cts_setup_buffers=0
cts_tree=built

[final_timing]
finalSetupTns_ns=0
rsz0062_at_grt=no
min_period_over_period_pct=87.3
setup_viol=0
max_freq_mhz=716
post-route-min-period_ns=1.40
fin_ws_ns=0.203
maxSlewViolCount=0
hold_ws_ns=0.450
skew_ns=0.00116
final-hold-violation-count=0

[place]
dp_hpwl_um=868
place.gp.congestion=0.767
port-buffer-count=20
dp_slack_ns=0.163
dpl_cell_area_sq_um=693

[synth]
numSynthFlops=12
synth_area_sq_um=437
yosysUniqueCellTypes=13
ys_cells=31
synthCells=31
yosysSeqAreaShare_pct=57.3
ys_warn_count=1
ys_chip_area_sq_um=437
syn-mean-instance-area_sq_um=14.1

[layout]
fillerInstances=421
syn2layout_area_growth_pct=69.1
final_util_pct=19.7
post-route-cell-area_sq_um=738
regArea_sq_um=250
drive_above_1_share_pct=27.3
combGateArea_sq_um=164
final_common_cell=clkdlybuf4s50_1
final_cell_mix=20 x clkdlybuf4s50_1, 11 x dfxtp_1, 4 x mux2_4, 3 x mux2_2, 3 x clkbuf_8

[status]
run_status=finished clean

[run]
maxCapViolCount=0
warnings=25

-- through the flow --
| stage | power, mW | instances |
|---|---|---|
| global placement | 0.474 | 99 |
| floorplan | 0.390 | 31 |
| global route | 0.794 | 103 |
| finish | 0.743 | 103 |
| detailed placement | 0.476 | 99 |
| CTS | 0.758 | 103 |
-- metal layers --
layer | up-vias | GRT usage, %
met2 | 16 | 4.68
met5 | - | 0
met4 | 0 | 0.308
li1 | 148 | -
met1 | 128 | 3.58
met3 | 0 | 3.15
-- synth_stat cells, drive strengths merged --
| master | count | share of area (%) |
|---|---|---|
| conb | 1 | 0.86 |
| edfxtp | 1 | 6.9 |
| and2b | 2 | 4.0 |
| buf | 2 | 4.3 |
| dfxtp | 11 | 50 |
| and2 | 1 | 1.7 |
| ha | 2 | 5.7 |
| mux2 | 7 | 21 |
| nor2 | 2 | 1.7 |
| xnor2 | 1 | 2.0 |
| inv | 1 | 0.86 |
-- worst register-to-register path, cell delays in order (launching register included) --
cell     delay [ns]
dfxtp_1        0.35
ha_1           0.16
ha_1           0.15
mux2_2         0.33
-- power groups by stage --
stage / Combinational [mW] / Clock (mW) / Sequential, mW
CTS: 0.122 / 0.286 / 0.349
global route: 0.130 / 0.311 / 0.353
finish: 0.117 / 0.277 / 0.349
-- flip-flops by register name, summed over array words and instances, names as in the netlist --
name	count
Y	1
serialOutput	1
shiftregister	7
Counter	3
-- layout make-up --
| cell class | count | share of cell area [%] |
|---|---|---|
| multi-input cells | 16 | 22.2 |
| clock buffers | 4 | 6.10 |
| repair buffers | 22 | 29.2 |
| inverters | 1 | 0.508 |
| well taps | 48 | 8.14 |
| flip-flops and latches | 12 | 33.9 |
-- final timing paths --
| kind | from | slack [ns] | to |
|---|---|---|---|
| setup / recovery | shiftregister[0] | 0.20 | shiftregister[0] |
| setup reg to reg | Counter[0] | 0.37 | serialOutput |
| hold / removal | Counter[0] | 0.45 | Counter[0] |
| hold reg to reg | Counter[0] | 0.45 | Counter[0] |
-- kinds of logic after synthesis --
| family | after synthesis | share of synthesized area (%) |
|---|---|---|
| buf+inv | 3 | 5.16 |
| mux | 7 | 21.5 |
| other cells | 1 | 0.859 |
| simple gates | 5 | 7.45 |
| xor+xnor | 1 | 2.01 |
| flops | 12 | 57.3 |
| fa+ha+maj | 2 | 5.73 |
Power is estimated from default activity; no workload was simulated.
