--- flow/config.mk ---
export PLATFORM = sky130hd
export DESIGN_NAME = Exercise4_31
export DESIGN_NICKNAME = Exercise4_31
export VERILOG_FILES = /design/flow/design.v
export SDC_FILE = /design/flow/constraint.sdc
export NUM_CORES = 4
export LEC_CHECK = 1
export CORE_AREA = 10 10 70 70
export DIE_AREA = 0 0 80 80
--- flow/constraint.sdc ---
current_design Exercise4_31

set clk_period 3.0
set clk_io_pct 0.2

create_clock -name clk0 -period $clk_period

set non_clock_inputs [all_inputs -no_clocks]
set_input_delay [expr $clk_period * $clk_io_pct] -clock clk0 $non_clock_inputs
set_output_delay [expr $clk_period * $clk_io_pct] -clock clk0 [all_outputs]
--- flow/design.v ---
module Exercise4_31(input [7:0]w, input [2:0]s, input En, output reg [9:0]y);
	always@(w, s, En)
	begin
			casex({En, s})  
			0: y = 0;
			1: y = w;
			2: y = 2 * w;
			3: y = 3 * w;
			4: y = 4 * w;
			default: y = 10'bxxxxxxxxxx;
			endcase
	end
endmodule 
--- flow/run.sh ---
#!/bin/bash
# OpenROAD 26Q1-2900-gdf79404cd8, Yosys 0.63+post, stock flow scripts
make -C /OpenROAD-flow-scripts/flow DESIGN_CONFIG=/design/flow/config.mk WORK_HOME=/design/flow/orfs finish
==> flow_summary_export.csv <==
group,metric,value,unit
synth,yosys_warnings,1,
final_timing,relSlewSlack,78.75,%
power_and_ir_drop,irDropWorstVdd,0.05465,mV
critical_path,max_stage_delay,0.39,ns
placement,place_inst,183,
drt,drt_pass1_iterations,4,
synth,syn-instance-count,85,
drt,wl_per_cell,12.01,um
final_timing,finalHoldViolCount,0,
synth,ys_chip_area,595.6,um2
synth,synth_area,595.6,um2
critical_path,worstPathArrival,2.28,ns
cts,cts_hold_buf,0,
final_timing,maxSlewViolCount,0,
final_timing,post-route-min-period,2.881,ns
final_timing,tns,0,ns
final_layout,regArea,0,um2
final_layout,final_cells,190,
min_path,hold_path.startpoint,"w[7]",
power_and_ir_drop,power.density,153.1,nW/um2
critical_path,start_kind,"primary input",
drt,num_antenna_cells,0,
placement,hpwl,1788,um
final_timing,setup_viol,0,
die,chipWidth,80,um
final_timing,worstMarginPinSlew,0.3186,ns
critical_path,crit_type,"primary input to output pin",
grt,grt_first_pass_wirelength,3933,um
drt,drc,0,
die,core_util_floorplan,17.44,%
die,core,3416,um2
final_layout,ff_count,0,
final_layout,layout_top_cell,"buf_4",
final_layout,clkbuf_count,0,
die,io_pins,22,
final_layout,final_cell_mix,"buf_4, nor2_1, clkdlybuf4s50_1, a22oi_1",
placement,gp_congestion,0.8766,
drt,vias,875,
final_layout,drive_above_1_share,50.00,%
synth,avgSynthCellArea,7.007,um2
critical_path,cp_common_cell,"buf_4",
final_timing,timing.fmax,347.1,MHz
synth,yosysCellCount,85,
flow_run,max-cap-violations,0,
critical_path,required,2.40,ns
die,die_h,80,um
grt,grt_pass1_vias,891,
grt,grt_use_total,7.123,%
outcome,status,"finished clean",
drt,drtIter0Drc,28,
power_and_ir_drop,p_leak,0.5411,nW
critical_path,path_cells,"buf_4 -> buf_6 -> fa_2 -> a211oi_2 -> o21bai_1 -> a21oi_2 -> buf_4 -> buf_4 -> buf_4 -> o22ai_1 -> clkdlybuf4s15_1",
final_layout,syn2layout_area_growth,107.4,%
critical_path,end_kind,"output pin",
critical_path,slowest_stage,"fa_2",
synth,synth.distinct_cells,34,
drt,drt-total-wl,2281,um
grt,gr-total-overflow,0,
critical_path,critPathMaxFanout,5,
drt,postRouteAntennaNets,0,
grt,grt_max_degree,9,
min_path,hold_end,"y[7]",
final_timing,layout_worst_path_cycle_share,96.03,%
die,rows,21,
min_path,worstHoldPathCells,4,
min_path,hold_class,"primary input to output pin",
final_timing,rsz0062_at_grt,"false",
die,die_area,6400,um2
grt,antenna_found_initial,0,
drt,vias_per_cell,4.605,
synth,ys_seq_share,0,%
placement,portBuffers,22,
flow_run,tool_warnings,33,
-- how the worst max path moves through the flow --
stage | from | endpoint
after global routing | w[1] | y[4]
after CTS | w[1] | y[9]
final | w[1] | y[9]
-- final cells by class --
class                      instances  area [um2]
tap                               46       57.56
fill                             365        2181
timing repair buffer              64       515.5
inverter                           3       11.26
multi-input combinational         77       650.6
-- per-layer routing --
| layer | global-route usage (%) | up-vias | wire length, um |
|---|---|---|---|
| met3 | 2.045 | 0 | 221 |
| li1 | - | 445 | - |
| met5 | 0 | - | 0 |
| met4 | 0 | 0 | 0 |
| met2 | 11.08 | 30 | 975 |
| met1 | 10.07 | 400 | 1084 |
-- worst max-delay path, delay by kind of cell --
kind / cells / cell delay (ns)
fa+ha+maj: 1 / 0.39
buf+inv: 6 / 0.75
compound gates: 4 / 0.55
-- what timing repair did --
item | in CTS | in global routing
pin swaps | 18 | 8
gates resized | 52 | 12
setup buffers | 8 | 0
endpoints found under the setup margin | 8 | 5
-- per-stage QoR --
stage,hold slack [ns],cell area [um2],worst slack (ns),total power [W],util [%]
after floorplan,1.216,595.6,0.3462,0.00007353,-
after global placement,2.269,1112,-0.6390,0.0001592,32.56
after detailed placement,2.265,1112,-0.6304,0.0001607,32.56
after CTS,1.851,1217,0.03404,0.0001802,35.64
after global routing,1.792,1235,0.003437,0.0002092,36.15
final,1.736,1235,0.1191,0.0001891,36.15
-- power breakdown --
group	switching [W]	internal, W	total (W)
Sequential	0	0	0
Combinational	0.0000801	0.000109	0.000189
Clock	0	0	0
Total	0.0000801	0.000109	0.000189
-- cells by family (layout without fill, tap and decap cells) --
family	count (synthesis)	count (layout)	share of synthesized area [%]
AND-OR/OR-AND	33	33	39.08
buffers and inverters	8	67	5.882
XOR/XNOR	3	3	4.413
multiplexers	5	5	8.614
AND/OR/NAND/NOR	27	27	21.85
adder cells (fa/ha/maj)	9	9	20.17
-- cell usage after synthesis, drive strengths merged --
cell / n / area share (%)
a211oi: 3 / 5.5
a21o: 2 / 2.7
a21oi: 6 / 5.7
a22oi: 6 / 7.6
a311o: 2 / 3.4
a31oi: 1 / 1.1
and2: 1 / 1.1
and3: 1 / 1.1
buf: 4 / 3.4
clkbuf: 1 / 0.63
fa: 1 / 3.4
ha: 8 / 17
inv: 3 / 1.9
mux2: 1 / 1.9
mux2i: 4 / 6.7
nand2: 4 / 2.5
nand3: 4 / 3.4
nor2: 9 / 5.7
nor2b: 2 / 2.1
nor3: 2 / 1.7
o21ai: 6 / 5.0
o21bai: 2 / 2.5
o221ai: 1 / 1.5
o22ai: 4 / 4.2
or2: 1 / 1.1
or3: 2 / 2.1
or4: 1 / 1.3
xnor2: 2 / 2.9
xor2: 1 / 1.5
No activity file was given, so power comes from the tool's default toggle rates.
