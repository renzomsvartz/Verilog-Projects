<file path="flow/run.sh">
#!/bin/bash
# OpenROAD 26Q1-2900-gdf79404cd8, Yosys 0.63+post, stock flow scripts
make -C /OpenROAD-flow-scripts/flow DESIGN_CONFIG=/design/flow/config.mk WORK_HOME=/design/flow/orfs finish
</file>
<file path="flow/config.mk">
export PLATFORM = sky130hd
export DESIGN_NAME = Exercise5_22
export DESIGN_NICKNAME = Exercise5_22
export VERILOG_FILES = /design/flow/design.v
export SDC_FILE = /design/flow/constraint.sdc
export NUM_CORES = 4
export LEC_CHECK = 1
export CORE_AREA = 10 10 70 70
export DIE_AREA = 0 0 80 80
</file>
<file path="flow/constraint.sdc">
current_design Exercise5_22

set clk_period 1.3
set clk_io_pct 0.2

create_clock -name clk0 -period $clk_period [get_ports {clock}]

set non_clock_inputs [all_inputs -no_clocks]
set_input_delay [expr $clk_period * $clk_io_pct] -clock clk0 $non_clock_inputs
set_output_delay [expr $clk_period * $clk_io_pct] -clock clk0 [all_outputs]
</file>
<file path="flow/design.v">
module Exercise5_22(input clock, input Startn, output reg [7:0]Q);
	integer i;
	always@(negedge clock, negedge Startn) begin
		if (!Startn) begin
			Q[0] <= 1;
			Q[7:1] <= 0;
		end
		else begin
			for (i = 7; i > 0; i = i - 1) begin
				Q[i] <= Q[i - 1];
			end
			Q[0] <= ~Q[7];
		end
	end
endmodule 
</file>
==> impl_metrics.ini <==
; flow metrics
[clocking]
cts_tree = done
path_clk_slew_ps = 40
cts_hold_buf = 0
root_buffer = clkbuf_4
cts_max_path_buffers = 2
cts.sinks = 8
clk_latency_ps = 310
htreeDepth = 1
numCtsBuffers = 3

[logic_synthesis]
ys_area_um2 = 209
ys_seq_share_pct = 96.4
top_cell = dfrtn_1
topCellsByArea = dfrtn_1 (84%), dfstp_2 (13%), inv_1 (3.6%)
yosys_cells = 10
edf_count = 0
largest_area_cell = dfrtn_1
yosys_warnings = 1
avgSynthCellArea_um2 = 20.9
top_area_share_pct = 83.8
synthTopCellsByCount = dfrtn_1 (7), inv_1 (2), dfstp_2 (1)
synth_cell_type_count = 3
synthCells = 10
flop_cell = dfrtn_1
async_flop_share_pct = 100
ys_ff = 8
syn_area_um2 = 209

[finish]
top_regs = Q: 8 flops
largest_reg_flops = 8
fin_cells = 76
mi_logic_area_um2 = 0
fin_util_pct = 11.6
drive_gt1_share_pct = 63.3
comb_cells = 0
syn_to_final_growth_pct = 89.2
regMostFlops = Q

[critical_path]
worstSetupStartpoint = Q[0]
cp.required_ps = 1040
start_kind = register
critPathTopFamily = flip-flops
crit_chain = buf_2
critPathBufInv = 1
slowest_stage = dfstp_2
worstPathArrival_ps = 1560
path_max_fanout = 2
cpPeakStageDelay_ps = 510
r2r-start = Q[7]
critPathCaptureType = output port
critical_path_class = reg -> out

[route]
vias = 153
drt_iter0_markers = 4
ant_nets = 0
avgRoutedWirePerCell_um = 7.66
wl_um = 582
num_antenna_cells = 0
drc_errors = 0
dr.pass1.iters = 3
avgViaCountPerCell = 2.01

[final_timing]
hold_viol_final = 0
slew_viol_final = 0
holdWs_ps = 318
worstMarginPinSlew_ps = 167
finClkSkew_ps = 48.3
layout_setup_ws_ps = -516
finalSetupViolCount = 8
slew_headroom_pct = 88.8
setup_tns_ps = -3110
rsz0062_at_grt = yes

[die]
die_w_um = 80
core-area_um2 = 3420
die_area_um2 = 6400
num_rows = 21
fp_util_pct = 6.12
ios = 10
die_h_um = 80

[pwr]
power_density_nw_per_um2 = 1200
peakVddDrop_v = 0.000525
p_leak_uw = 0.000215
total_power_uw = 474

[global_routing]
grt_pass1_vias = 173
antenna_found_initial = 0
grt_usage_pct = 2.00
overflow = 0
grt_max_degree = 7
grt_pass1_wl_um = 903

[min_path]
hp-class = reg -> reg
hp-start = Q[2]

[outcome]
outcome = finished, violations left
violations = setup timing

[job]
cap_violations = 0
warnings = 29

[place]
gp_congestion = 0.705
io_buffer_count = 9
dpl.cell_count = 67
## path summary, 6_finish.rpt
| check | to | slack (ps) | depth (start not counted) |
|---|---|---|---|
| max in group asynchronous | Q[4] | 210 | 2 |
| min in group asynchronous | Q[7] | 910 | 2 |
| setup reg to reg | Q[0] | 620 | 3 |
| hold / removal | Q[3] | 320 | 0 |
| hold reg to reg | Q[3] | 320 | 0 |
| setup / recovery | Q[0] | -520 | 1 |
## per-stage QoR
stage               area, um2  setup WS (ps)
finish                    395           -516
detailed placement        372           -579
global route              395           -555
global placement          372           -582
CTS                       380           -530
floorplan                 209          -96.8
## cell type report
| cell class | count | area (um2) |
|---|---|---|
| Clock inverter | 1 | 3.75 |
| Clock buffer | 4 | 26.3 |
| Timing Repair Buffer | 16 | 103 |
| Tap cell | 46 | 57.6 |
| Sequential cell | 8 | 201 |
| Inverter | 1 | 3.75 |
| Fill cell | 404 | 3020 |
## what timing repair did
item	4_1_cts	5_1_grt
resized	24	0
endpoints found under the setup margin	8	8
buffers inserted	3	2
## cell usage in the layout (no fill, tap or decap)
master	netlist	layout
dfrtn_1	7	7
clkdlybuf4s50_1	0	1
buf_2	0	8
inv_1	2	2
dfstp_2	1	1
clkbuf_1	0	1
buf_4	0	7
clkbuf_4	0	3
## where the power goes
group | leakage (uW) | internal [uW] | switching, uW
combinational | 0.0000858 | 6.41 | 6.31
clock | 0.0000203 | 121 | 88.6
sequential | 0.000109 | 251 | 0
## routing by layer
layer  wire [um]  track usage (%)
met4           0            0.176
met2         118             1.52
met5           0                0
met1         342             2.98
met3         122             2.50
## logic make-up (layout without fill, tap and decap cells)
group | count (synthesis) | count (layout) | share of synthesized area [%]
buffers and inverters | 2 | 22 | 3.59
flip-flops | 8 | 8 | 96.4
Power and IR drop assume default switching activity.
